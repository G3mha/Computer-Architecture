<file path="flow/design.v">
module pwm #(
    parameter PWM_WIDTH = 8
)(
    input  logic clk,
    input  logic [7:0] duty,
    output logic pwm_out
);
    logic [PWM_WIDTH-1:0] counter = 0;
    always_ff @(posedge clk) begin
        counter <= counter + 1;
    end
    assign pwm_out = (counter < duty);
endmodule
module hsv_wheel #(
    parameter CLK_FREQ = 12_000_000  
)(
    input  logic clk,
    output logic red_led,
    output logic green_led,
    output logic blue_led
);
    localparam TOTAL_STEPS = 360;
    localparam CYCLES_PER_STEP = CLK_FREQ / TOTAL_STEPS;
    logic [$clog2(CYCLES_PER_STEP)-1:0] cycle_counter = 0;
    logic [8:0]  step_counter  = 0;   
    logic [7:0] red_value;
    logic [7:0] green_value;
    logic [7:0] blue_value;
    always_ff @(posedge clk) begin
        if (cycle_counter >= CYCLES_PER_STEP - 1) begin
            cycle_counter <= 0;
            if (step_counter >= TOTAL_STEPS - 1)
                step_counter <= 0;
            else
                step_counter <= step_counter + 1;
        end 
        else begin
            cycle_counter <= cycle_counter + 1;
        end
    end
    logic [8:0] region;
    logic [7:0] remainder, p, q, t;
    always_comb begin
        region = step_counter / 60;  
        remainder = step_counter % 60;  
        p = 8'd0;  
        q = 8'd255 - ((remainder * 255) / 60);  
        t = ((remainder * 255) / 60);  
        case (region)  
            0: begin red_value = 8'd255; green_value = t;      blue_value = p;      end
            1: begin red_value = q;      green_value = 8'd255; blue_value = p;      end
            2: begin red_value = p;      green_value = 8'd255; blue_value = t;      end
            3: begin red_value = p;      green_value = q;      blue_value = 8'd255; end
            4: begin red_value = t;      green_value = p;      blue_value = 8'd255; end
            5: begin red_value = 8'd255; green_value = p;      blue_value = q;      end
            default: begin red_value = 8'd255; green_value = 8'd0; blue_value = 8'd0; end
        endcase
    end
    pwm red_pwm (
        .clk(clk),
        .duty(red_value),
        .pwm_out(red_led)
    );
    pwm green_pwm (
        .clk(clk),
        .duty(green_value),
        .pwm_out(green_led)
    );
    pwm blue_pwm (
        .clk(clk),
        .duty(blue_value),
        .pwm_out(blue_led)
    );
endmodule
</file>
<file path="flow/run.sh">
#!/bin/bash
# OpenROAD 26Q1-2900-gdf79404cd8, Yosys 0.63+post, stock flow scripts
make -C /OpenROAD-flow-scripts/flow DESIGN_CONFIG=/design/flow/config.mk WORK_HOME=/design/flow/orfs finish
</file>
<file path="flow/config.mk">
export PLATFORM = sky130hd
export DESIGN_NAME = hsv_wheel
export DESIGN_NICKNAME = hsv_wheel
export VERILOG_FILES = /design/flow/design.v
export SDC_FILE = /design/flow/constraint.sdc
export NUM_CORES = 4
export LEC_CHECK = 1
export CORE_UTILIZATION = 40
</file>
<file path="flow/constraint.sdc">
current_design hsv_wheel

set clk_period 20.6
set clk_io_pct 0.2

create_clock -name clk0 -period $clk_period [get_ports {clk}]

set non_clock_inputs [all_inputs -no_clocks]
set_input_delay [expr $clk_period * $clk_io_pct] -clock clk0 $non_clock_inputs
set_output_delay [expr $clk_period * $clk_io_pct] -clock clk0 [all_outputs]
</file>
==> GITHUB_STEP_SUMMARY <==
## Implementation flow summary

| Metric | Value |
|---|---|
| Total GRT Usage | `16.4%` |
| DRT Wirelength | `12400 µm` |
| CTS sink count | `49` |
| Post-synthesis register bit count | `49` |
| Reg2reg end | `step_counter[6]$_SDFFCE_PP0P_` |
| Post-DP HPWL | `10200 µm` |
| PwrDens | `52.2 mW/mm²` |
| Area of the mapped netlist | `0.00624 mm²` |
| Worst-case clock buffer depth | `2` |
| Final max-slew violation count | `0` |
| FF-to-FF Start | `step_counter[0]$_SDFFCE_PP0P_` |
| Top logic family | `AND-OR/OR-AND gates` |
| Initial drt markers | `358` |
| Initial antenna violation count | `0` |
| Post-detailed-route wirelength per cell | `13.3 µm` |
| Total number of vias | `5172` |
| Final setup margin | `2520 ps` |
| Initial Util | `41.1%` |
| Area reported by Yosys stat | `around 0.0062 mm²` |
| Post-place setup slack | `2930 ps` |
| CP max FO | `25` |
| IO Pins | `4` |
| Setup CP Type | `flip-flop to output port` |
| Crit path launch type | `flip-flop` |
| Reg2reg setup slack | `18670 ps` |
| Post-synth top flop | `dfxtp_1` |
| Worst EP arrival | `13960 ps` |
| # rows | `45` |
| Worst path max stage delay | `550 ps` |
| Cell area leaders | `dfxtp_1 13%, ha_1 13%, fa_1 9.6%` |
| Critical Path End Type | `output port` |
| Post-layout period usage | `between 80% and 90%` |
| Leakage power | `2.70 nW` |
| Post-synth top area cell | `dfxtp_1` |
| DR DRC count | `0` |
| Comb area | `0.00476 mm²` |
| Final Hold Vio Count | `0` |
| # Post-CTS Setup Buffers | `0` |
| Gate Count Post-Synth | `753` |
| Post_cts resized | `0` |
| Mux area share | `2.41%` |
| Layout cell share with drive strength beyond 1 | `7.24%` |
| Synth Warn # | `2` |
| Chip Height | `~130 µm` |
| Largest net degree at the start of global routing | `26` |
| Fill count | `1452` |
| Max IR drop VDD | `about 0.000031 V` |
| Xor/xnor share | `9.72%` |
| Yosys simple share | `17.8%` |
| Worst-Margin Slew | `approximately 740 ps` |
| Antenna viol nets, final | `0` |
| Via density | `5.54` |
| Register Area | `~0.0011 mm²` |
| CTS Hold Bufs | `0` |
| Launch point of the worst path | `step_counter[8]$_SDFFCE_PP0P_` |
| Max_slew headroom | `50.1%` |
| Routability congestion estimate | `0.976` |
| Post-synth EDFFs | `9` |
| Compound Share, Synth | `23.0%` |
| Crit-path slowest cell | `edfxtp_1` |
| Met3 GRT Util | `about 2.2%` |
| Worst Hold Class | `flip-flop to flip-flop` |
| Avg Cell Area, Syn | `between 8 and 9 µm²` |
| Most frequent cells in the layout | `79 x inv_1, 65 x nor2_1, 63 x ha_1, 54 x nand2_1, 53 x a21oi_1` |
| DIE WIDTH | `approximately 130 µm` |
| Crit path to | `red_led` |
| Share of the synthesized area in the top cell type | `12.8%` |
| Cell class contributing the biggest share of worst-path delay | `AND-OR/OR-AND gates` |
| Critical Path RT | `16480 ps` |
| First-pass GRT wire length | `between 20000 and 25000 µm` |
| Final setup fails | `0` |
| WP buf/inv | `6` |
| Stages on worst setup path | `52` |
| GRT Max-Usage Layer | `met1` |
| Port Buf Inserts | `3` |
| Clk root buf | `clkbuf_16` |
| Skew final | `2.64 ps` |
| Vias in the first global route | `between 4000 and 5000` |
| Ys async rst share | `0%` |
| Drt first pass iters | `5` |
| Area grow syn2layout | `5.27%` |
| # diodes | `0` |
| Post-synth cell types | `around 93` |
| Synth Seq Share | `17.2%` |
| Worst reg-to-reg path cell count | `5` |
| Htree depth | `2` |
| Hold_sp | `blue_pwm.counter[0]$_DFF_P_` |
| Core area | `0.0152 mm²` |
| Met2 Use GR | `24.3%` |
| Cell mode on critical path | `nor2_1` |
| Fin crit period | `18080 ps` |
| Setup_tns | `0 ps` |
| Adder Area Share | `22.9%` |
| TritonCTS clock tree | `yes` |
| RSZ-0062 raised after global routing | `false` |
| Most frequent logic cell in the layout | `inv_1` |
| Latency at later pin | `290 ps` |
| Clock transition at path regs | `roughly 70 ps` |
| Fmax | `0.0553 GHz` |
| # Cells Yosys | `753` |
| Total gr overflow | `0` |
| Max cap viols | `0` |
| M1 GR Usage | `around a quarter` |
| OpenROAD warnings | `33` |
| Die Footprint | `0.0161 mm²` |
| Status | `complete, no violations` |
| CTS buffer count | `5` |
registers in the layout (all words and copies together) (netlist names):
| name | flops |
|---|---|
| red_pwm.counter | 8 |
| blue_pwm.counter | 8 |
| green_pwm.counter | 8 |
| cycle_counter | 16 |
| step_counter | 9 |
layout make-up:
class,count,share of cell area (%)
multi-input cells,603,72.5
flip-flops and latches,49,16.3
inverters,79,4.51
well taps,188,3.58
clock buffers,6,1.96
repair buffers,7,0.914
clock inverters,2,0.209
metal layers:
metal	up-vias	routed length (µm)
li1	2657	-
met1	2420	6550
met2	85	5350
met3	10	417
met4	0	113
met5	-	0
cell usage after synthesis, types with 3 or more instances:
master     n
nor2_1    65
nor2b_1    5
nor3_1     4
dfxtp_1   40
xor2_1    24
nand2_1   54
and3_1    11
a211oi_1   6
and2_1     3
a221o_1    5
buf_2      5
o211ai_1   8
o211a_1    4
fa_1      30
o21bai_1   3
a211o_1    3
nand3_1   35
a21oi_1   53
edfxtp_1   9
a31oi_1   10
a211oi_2   3
buf_1      3
buf_4      3
xor2_2     3
ha_1      63
clkbuf_1  14
o21ai_0   36
o22ai_1    4
a21o_1     8
mux2i_1    9
nand4_1   10
and4_1     7
o21ai_1    6
nand2b_1   7
or3_1      6
o211ai_2   4
xnor2_1   36
o311ai_0   3
inv_1     79
worst register-to-register path, stage by stage (launching register included):
cell and delay, ps:
edfxtp_1 490, ha_1 330, a2111o_1 430, a31oi_1 220, nor2b_1 170, nor2_1 140
how the worst min path moves through the flow:
| stage | to | slack (ps) | cells after the start |
|---|---|---|---|
| global route | blue_pwm.counter[0]$_DFF_P_ | 440 | 1 |
| CTS | green_pwm.counter[0]$_DFF_P_ | 440 | 1 |
| finish | blue_pwm.counter[0]$_DFF_P_ | 430 | 1 |
metrics by stage:
step | cells | power (mW) | instance area (µm²) | hold WS (ps) | utilization (%)
floorplan | 758 | 0.235 | 6260 | 387 | -
global placement | 926 | 0.263 | 6430 | 409 | 42.3
detailed placement | 926 | 0.262 | 6430 | 420 | 42.3
CTS | 934 | 0.343 | 6570 | 436 | 43.2
global route | 934 | 0.367 | 6570 | 443 | 43.2
finish | 934 | 0.343 | 6570 | 429 | 43.2
cell families (layout without fill, tap and decap cells):
family                   after synthesis  in the layout
AND-OR/OR-AND                        198            198
XOR/XNOR                              65             65
adder cells (fa/ha/maj)               97             97
buffers and inverters                106             94
flip-flops                            49             49
multiplexers                          13             13
other                                  2              7
AND/OR/NAND/NOR                      223            223
power breakdown:
group | internal (mW) | leakage, nW | switching (mW)
logic | 0.0602 | 2.20 | 0.106
clock network | 0.0453 | 0.0712 | 0.0346
registers | 0.0971 | 0.427 | 0
total | 0.203 | 2.70 | 0.140
Power is estimated from default activity; no workload was simulated.

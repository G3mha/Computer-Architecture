File: config.mk
export PLATFORM = sky130hd
export DESIGN_NAME = register_file
export DESIGN_NICKNAME = register_file
export VERILOG_FILES = /design/flow/design.v
export SDC_FILE = /design/flow/constraint.sdc
export NUM_CORES = 4
export LEC_CHECK = 1
export CORE_UTILIZATION = 50
File: constraint.sdc
current_design register_file

set clk_period 6.5
set clk_io_pct 0.2

create_clock -name clk0 -period $clk_period [get_ports {clk}]

set non_clock_inputs [all_inputs -no_clocks]
set_input_delay [expr $clk_period * $clk_io_pct] -clock clk0 $non_clock_inputs
set_output_delay [expr $clk_period * $clk_io_pct] -clock clk0 [all_outputs]
File: design.v
module register_file (
  input  logic         clk,        
  input  logic         reset,      
  input  logic         reg_write,  
  input  logic [4:0]   rs1_addr,   
  input  logic [4:0]   rs2_addr,   
  input  logic [4:0]   rd_addr,    
  input  logic [31:0]  rd_data,    
  output logic [31:0]  rs1_data,   
  output logic [31:0]  rs2_data    
);
  logic [31:0] registers [0:31];   
  assign rs1_data = (rs1_addr == 5'd0) ? 32'd0 : registers[rs1_addr];
  assign rs2_data = (rs2_addr == 5'd0) ? 32'd0 : registers[rs2_addr];
  always_ff @(posedge clk or posedge reset) begin
    if (reset) begin
      integer i;
      for (i = 0; i < 32; i = i + 1) begin
        registers[i] <= 32'd0;
      end
    end else if (reg_write && (rd_addr != 5'd0)) begin
      registers[rd_addr] <= rd_data;
    end
  end
endmodule
File: run.sh
#!/bin/bash
# OpenROAD 26Q1-2900-gdf79404cd8, Yosys 0.63+post, stock flow scripts
make -C /OpenROAD-flow-scripts/flow DESIGN_CONFIG=/design/flow/config.mk WORK_HOME=/design/flow/orfs finish
==> results.ini <==
[global_route]
grt.met1_usage_pct = 69.6
grt_remaining_overflow = 0
grt_first_pass_wirelength_um = 378000
grt_max_degree = 110
grt_pass1_vias = 46210
grt.total_usage_pct = 55.7
use_met2_pct = 70.6
antenna_found_initial = 21
use_met3_pct = 35.7
busiest_layer = met2

[setup_path]
r2r-end = registers[10][28]
cp.arrival_ns = 5.03
worstRegToRegCells = 1
crit_path_start_kind = primary input
r2r_setup_slack_ns = 5.56
rr_startpoint = registers[10][28]
worstSetupPathType = primary input to primary output
end_kind = primary output
cp_max_fo = 28
crit_required_ns = 5.20

[yosys]
numSynthFlops = 992
ys.warnings.count = 2
async_flop_share_pct = 100
ys_area_sq_um = 51700
synthCells = 4649
ys_seq_share_pct = 48.0
synth_area_sq_um = 51700
top_cell_area_share_pct = 48.0
ys.flop_type = dfrtp_1
ys_cells = 4649
area_leaders = dfrtp_1 48%, mux2_2 22%, nand3_1 5.8%, a22oi_1 5.2%, and3_1 2.8%
synth_cell_type_count = 73
syn_avg_cell_area_sq_um = 11.1
yosys.area.top_type = dfrtp_1
edf_count = 0

[worst_hold_path]
min_path_cells = 1
hold_end = registers[5][11]
min_path_type = register to register
holdCritStartpoint = registers[5][11]

[detailed_routing]
ant_nets = 0
dr.first_iter.drc_count = 7023
wl_um = 277000
drc = 0
vias = 48021
vias_per_cell = 7.77
drt-wirelength-per-cell_um = 44.8
dr.pass1.iters = 11

[clock_tree]
cts_setup_buffers = 0
insertion_delay_ns = 0.72
clk_pin_slew_ns = 0.06
h-tree-depth = 3
numCtsBuffers = 107
holdBufCountCts = 0
cts_root_buf = clkbuf_16
cts.sinks = 992
cts_tree = yes
cts_resized = 0
cts_buffer_depth = 3

[flow_run]
drv_cap = 0
warning_count = 46

[final_timing]
fin_crit_sh_pct = 97.5
whs_ns = 0.512
worst_pin_slew_ns = 1.09
relSlewSlack_pct = 27.5
worst_clock_skew_ns = 0
timing.fmax_mhz = 158
maxSlewViolCount = 0
setup_viol = 0
period_minus_slack_ns = 6.33
finalHoldViolations = 0
rsz0062_at_grt = no
setup-tns-final_ns = 0

[finish]
largest_reg_flops = 992
regMostFlops = registers
register_area_sq_um = 24800
finalNonFillerCells = 6178
drive_gt1_share_pct = 34.1
postLayoutCoreUtil_pct = 58.4
reg_top3 = registers (992)
combGateArea_sq_um = 25200
synthToLayoutAreaGrowth_pct = 15.3
fill_cells = 8496

[place]
dp_hpwl_um = 172000
numPortBuffers = 113
gp_congestion = 1.08
placed_cells_incl_taps = 5958

[power]
powerDensity_nw_per_um2 = 299
ir_drop_v = 0.000235
power_uw = 17800
power_leakage_uw = 0.0259

[floorplan]
dieWidth_um = 324
ios = 114
die_h_um = 324
fp-row-count = 117
die-area_sq_um = 105000
core_sq_um = 102000
fp-utilization_pct = 50.6

[run_status]
status = completed

==> routing by layer <==
metal / part of all wire, % / up-vias / routed length, um
met3: 18 / 1622 / 48800
met4: 9.6 / 34 / 26500
met2: 39 / 4673 / 107000
li1: - / 17962 / -
met1: 34 / 23730 / 94000
met5: 0.17 / - / 473
==> worst max-delay path by stage <==
stage	start	to	depth (start not counted)
final	rs2_addr[2]	rs2_data[5]	8
after global routing	rs2_addr[2]	rs2_data[5]	8
after CTS	rs2_addr[2]	rs2_data[31]	8
==> cell type report <==
class | count | share of cell area [%]
repair buffers | 445 | 6.73
flip-flops and latches | 992 | 41.6
well taps | 1368 | 2.87
multi-input cells | 3133 | 42.3
diodes | 24 | 0.101
inverters | 20 | 0.132
clock inverters | 44 | 0.944
clock buffers | 152 | 5.29
==> metrics by stage <==
step,setup WS [ns],instance area (sq um)
2_1_floorplan,-8.47,51700
3_3_place_gp,0.456,55800
3_5_place_dp,0.491,55800
4_1_cts,0.473,59600
5_1_grt,0.228,59600
6_report,0.165,59600
==> cell usage after synthesis, types with 5 or more instances <==
library cell	count
a2111oi_0	67
a21oi_1	77
a221o_1	8
a221oi_1	9
a222oi_1	33
a22o_1	45
a22oi_1	356
a31o_2	6
a31oi_1	56
a32oi_1	7
and2_1	19
and3_1	232
and3b_1	9
and4_1	49
buf_1	70
buf_2	136
clkbuf_1	292
dfrtp_1	992
inv_1	19
mux2_2	993
mux2i_1	5
nand2_1	86
nand2b_1	11
nand3_1	598
nand3b_1	8
nand4_1	184
nor2_1	67
nor2_2	7
nor2b_1	8
nor3_1	25
nor3b_1	8
nor4_1	39
nor4bb_1	9
o2111ai_1	15
o21ai_0	18
o31a_1	20
==> logic make-up after synthesis <==
group                  count (synthesis)  synth area share [%]
multiplexers                        1000                  21.8
flip-flops                           992                  48.0
AND/OR/NAND/NOR                     1384                  15.0
buffers and inverters                524                  4.18
AND-OR/OR-AND                        749                  11.0
==> placed cells by master, fill, tap and decap left out, types with 15 or more instances in the layout <==
master,instances
nor3_1,19
o21ai_0,18
nand2_1,72
clkinv_2,18
clkbuf_16,111
and3_1,229
nor2_4,29
buf_12,34
nand3_1,596
a31oi_1,56
a21oi_1,77
a222oi_1,33
clkdlybuf4s50_1,105
inv_1,18
buf_4,300
nor2_1,23
and4_1,49
a22oi_1,356
a2111oi_0,67
mux2_2,993
o2111ai_1,15
o31a_1,20
nand4_1,184
nor2_2,22
a22o_1,45
clkbuf_1,19
diode_2,24
dfrtp_1,992
nor4_1,38
clkbuf_8,22
==> power by group <==
part           leakage [uW]  internal (uW)  total (uW)  switching (uW)
Sequential           0.0127           7370        8570            1190
Combinational        0.0114           1360        2710            1350
Clock               0.00181           3840        6540            2700
==> worst max-delay path: stages <==
cell	delay (ns)
buf_2	0.63
nand3_1	0.59
nor2_4	0.59
buf_4	0.39
a22oi_1	0.11
and4_1	0.23
a31oi_1	0.56
clkdlybuf4s50_1	0.59
No activity file was given, so power comes from the tool's default toggle rates.
